## design/flow/design.v

```verilog
module FIFO(
    input clk,
    input rst,
    input clear,
    input WEn,
    input REn,
    input [31:0] DI,
    output logic [31:0] DO,
    output logic full,
    output logic empty
);
    logic [31:0] mem[15:0];
    logic [3:0] R_ptr, W_ptr;
    integer i;
    assign DO    = mem[R_ptr];
    assign full  = (W_ptr + 4'b1) == R_ptr;
    assign empty = W_ptr  == R_ptr;
    always_ff @(posedge clk or posedge rst) begin
        if (rst)begin
            for (i = 0; i < 16 ; i = i + 1)
                mem[i] <= 32'h0;
        end
        else if (clear) begin
            for (i = 0; i < 16 ; i = i + 1)
                mem[i] <= 32'h0;
        end
        else if (WEn && ~full)
            mem[W_ptr] <= DI;
    end
    always_ff @(posedge clk or posedge rst) begin
        if (rst)begin
            W_ptr  <= 4'b0;
            R_ptr  <= 4'b0;
        end
        else if (clear) begin
            W_ptr  <= 4'b0;
            R_ptr  <= 4'b0;
        end
        else begin
            W_ptr  <= W_ptr  + (~full && WEn);
            R_ptr  <= R_ptr  + (~empty && REn);
        end
    end
endmodule
```

## design/flow/run.sh

```bash
#!/bin/bash
# OpenROAD 26Q1-2900-gdf79404cd8, Yosys 0.63+post, stock flow scripts
make -C /OpenROAD-flow-scripts/flow DESIGN_CONFIG=/design/flow/config.mk WORK_HOME=/design/flow/orfs finish
```

## design/flow/config.mk

```make
export PLATFORM = sky130hd
export DESIGN_NAME = FIFO
export DESIGN_NICKNAME = FIFO
export VERILOG_FILES = /design/flow/design.v
export SDC_FILE = /design/flow/constraint.sdc
export NUM_CORES = 4
export LEC_CHECK = 1
export CORE_UTILIZATION = 40
```

## design/flow/constraint.sdc

```tcl
current_design FIFO

set clk_period 10.3
set clk_io_pct 0.2

create_clock -name clk0 -period $clk_period [get_ports {clk}]

set non_clock_inputs [all_inputs -no_clocks]
set_input_delay [expr $clk_period * $clk_io_pct] -clock clk0 $non_clock_inputs
set_output_delay [expr $clk_period * $clk_io_pct] -clock clk0 [all_outputs]
```

==> out/results.tsv <==
stage	metric	value	unit
cts	root buf cell	clkbuf_16	
run	max-cap violation count	0	
yosys	Top area cell types	dfrtp_1 (50%), mux2i_1 (21%), nor2_1 (8.4%)	
timing	Slew Viols, Final	0	
yosys	largest area contributor in the netlist	dfrtp_1	
cts	clk buf depth	3	
setup_path	reg2reg start	R_ptr[2]$_DFF_PP0_	
timing	worst slew pin tran	0.953	ns
setup_path	CP Class	reg -> out	
global_routing	gr ovfl total	0	
cts	H-tree Lvls	2	
status	status	finished, final reports clean	
yosys	Synth flops	520	
final_layout	share of layout cells above drive strength 1	10.3	%
global_routing	vias in the first global route	19800	
yosys	cells in synth_stat.txt	2413	
floorplanning	floorplan core density	40.4	%
global_routing	initial antenna violation count	1	
setup_path	Req. time, crit path	8.24	ns
power_and_ir_drop	Cell Pwr Density	194	nW/µm²
routing	drt first pass iters	7	
setup_path	Critical Path Sink	DO[18]	
cts	post_cts resized	0	
yosys	syn_area_per_cell	10.8	µm²
setup_path	crit path max fanout	49	
routing	DRT antenna net count	0	
power_and_ir_drop	Static Leak	0.0117	µW
placement	hpwl dp	53700	µm
yosys	Yosys cell types	58	
yosys	Mapped Area	26000	µm²
floorplanning	IO Pins	71	
setup_path	startpoint types	flop	
routing	DRT iter0 DRCs	1702	
final_layout	Area Overhead vs Synth	12.3	%
yosys	Dominant flop cell	dfrtp_1	
routing	DR DRC count	0	
yosys	top cell type by instance count after synthesis	nor2_1	
global_routing	global-route wire length before repair	134000	µm
floorplanning	die height	257	µm
run	Log Warnings	32	
floorplanning	chip width	257	µm
floorplanning	CORE AREA	64300	µm²
yosys	asr flop ratio synth	100	%
setup_path	Worst EP arrival	4.46	ns
timing	Achievable Freq	153	MHz
cts	CTS tree	yes	
timing	setup_tns	0	ns
yosys	synthesis area per yosys	26000	µm²
routing	routed len/inst	27.0	µm
timing	fin crit period	6.52	ns
cts	post-CTS setup buffers	0	
cts	CTS Buf Count	56	
yosys	Mapped Cells	2413	
floorplanning	row count	93	
global_routing	largest net degree at the start of global routing	128	
yosys	flip-flops with a built-in enable	0	
global_routing	GRT Total Usage	28.3	%
routing	via count	19600	
cts	Reg clk slew, reported paths	0.06	ns
routing	vias per cell	5.92	
yosys	Largest type area fraction	50.0	%
timing	Final Hold Fails	0	
setup_path	Crit. Startpoint	R_ptr[1]$_DFF_PP0_	
timing	fin crit share	63.3	%
setup_path	crit end category	primary output	
power_and_ir_drop	Max VDD drop	0.146	mV
timing	max_slew headroom	36.3	%
setup_path	R2R Path End	mem[5][17]$_DFFE_PP0P_	
yosys	most frequent cells after synthesis	nor2_1 (579), mux2i_1 (552), dfrtp_1 (520)	
setup_path	r2r worst-path depth	8	
timing	final setup fails	0	
hold_path	Hold Path Class	reg -> reg	
cts	clock tree sinks	520	
yosys	Post-synth seq share	50.0	%
placement	PortBufs	70	
routing	WL final	89300	µm
yosys	YS warnings	2	
timing	clk_skew	0.0170	ns
floorplanning	Chip Area	66000	µm²
placement	post-placement setup slack	4.54	ns
timing	unrepaired setup endpoints after global routing	false	
routing	n_diodes	0	
cts	Hold Buf Count CTS	0	
timing	Worst Setup Slack, final	3.78	ns
placement	RD Place Congestion	0.953	
setup_path	Worst R2R Setup Slack	5.98	ns
power_and_ir_drop	total design power	5650	µW
cts	clk latency late pin	0.62	ns
## where the power goes
part	switching [µW]	internal, µW	total [µW]
Clock	863	1160	2020
Sequential	83.5	2110	2200
Combinational	882	553	1440
Total	1830	3820	5650
## cell type report
| cell class | count | area (µm²) |
|---|---|---|
| Fill cell | 5718 | 35200 |
| Sequential cell | 520 | 13000 |
| Multi-Input combinational cell | 1663 | 11800 |
| Clock buffer | 82 | 1690 |
| Timing Repair Buffer | 161 | 1400 |
| Tap cell | 855 | 1070 |
| Clock inverter | 21 | 144 |
| Inverter | 9 | 37.5 |
## per-stage QoR
step	hold WS, ns	std cells	cell area (µm²)	util, %
after detailed placement	0.500	3208	27400	42.5
after global placement	0.495	3208	27400	42.5
final	0.513	3311	29200	45.4
after global routing	0.539	3311	29200	45.4
after floorplan	0.477	2413	26000	-
after CTS	0.519	3311	29200	45.4
## worst max-delay path, stage by stage, from the launching register on
cell             delay (ns)
dfrtp_4                0.81
buf_4                  0.70
clkinv_1               0.27
nor2_1                 0.76
a22oi_1                0.20
o22ai_1                0.37
o32a_1                 0.23
clkdlybuf4s50_1        0.46
## layout by cell type, fill, tap and decap left out, types with 5 or more instances in the layout
cell,synthesis,routed
inv_1,6,5
a32oi_1,15,15
nor3_1,14,14
nor2b_1,20,18
o22a_1,9,9
buf_4,18,90
clkbuf_8,0,17
nand2b_1,6,6
mux4_2,7,7
a21oi_1,48,48
and3_1,6,6
o32ai_1,6,6
clkdlybuf4s50_1,0,69
clkbuf_1,109,8
ha_1,8,8
a22o_1,35,35
a31oi_1,15,15
a31oi_4,12,16
a221o_1,9,9
a221oi_1,30,30
clkbuf_16,0,57
nand2_1,50,49
dfrtp_1,520,516
o221ai_1,10,10
o22ai_1,15,15
nor2_1,579,577
clkinv_2,0,16
o32a_1,11,11
nand3_1,33,33
o21ai_0,37,37
mux2i_1,552,552
mux2_2,22,22
and2_1,6,6
a22oi_1,56,56
## registers in the layout, indices dropped and copies added, names as in the netlist
signal  flops
R_ptr       4
W_ptr       4
mem       512
## cells by family after synthesis
family | after synthesis | synth area share (%)
DFF | 520 | 50.0
AOI/OAI and AO/OA | 340 | 10.4
muxes | 581 | 22.8
and+or+nand+nor | 723 | 11.1
buffers and inverters | 230 | 4.70
adders and majority gates | 8 | 0.385
xor gates and xnor gates | 11 | 0.573
## layer usage
metal  up-vias  part of all wire, %  track usage, %
met5         -                0.030               0
met4         4                  4.6            10.7
met3       219                   11            10.2
met2       988                   44            41.0
met1      9843                   41            40.3
li1       8535                    -               -
## worst min path at each step
stage	startpoint	slack (ns)	end	cells after the start
global route	mem[5][26]$_DFFE_PP0P_	0.54	mem[5][26]$_DFFE_PP0P_	2
finish	mem[9][30]$_DFFE_PP0P_	0.51	mem[9][30]$_DFFE_PP0P_	2
CTS	mem[3][30]$_DFFE_PP0P_	0.52	mem[3][30]$_DFFE_PP0P_	2
Power and IR drop assume default switching activity.
