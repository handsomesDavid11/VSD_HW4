**flow/run.sh**
```bash
#!/bin/bash
# OpenROAD 26Q1-2900-gdf79404cd8, Yosys 0.63+post, stock flow scripts
make -C /OpenROAD-flow-scripts/flow DESIGN_CONFIG=/design/flow/config.mk WORK_HOME=/design/flow/orfs finish
```
**flow/config.mk**
```make
export PLATFORM = sky130hd
export DESIGN_NAME = WDT
export DESIGN_NICKNAME = WDT
export VERILOG_FILES = /design/flow/design.v
export SDC_FILE = /design/flow/constraint.sdc
export NUM_CORES = 4
export LEC_CHECK = 1
export CORE_UTILIZATION = 50
```
**flow/constraint.sdc**
```tcl
current_design WDT

set clk_period 4.1
set clk_io_pct 0.2

create_clock -name clk0 -period $clk_period [get_ports {clk2}]

set non_clock_inputs [all_inputs -no_clocks]
set_input_delay [expr $clk_period * $clk_io_pct] -clock clk0 $non_clock_inputs
set_output_delay [expr $clk_period * $clk_io_pct] -clock clk0 [all_outputs]
```
**flow/design.v**
```verilog
module WDT (
    input clk,  
    input rst,  
    input clk2,  
    input rst2,  
    input WDEN,  
    input WDLIVE,  
    input [31:0] WTOCNT,  
    output logic WTO  
);
logic [31:0] counter_reg;
logic [31:0] counter_comb;
logic WTO_comb;
always_ff @( posedge clk2 or posedge rst2 ) begin : WDT_counter
    if (rst2) begin
        counter_reg <= 32'b0;
    end
    else begin
        counter_reg <= counter_comb;
    end
end
always_comb begin : WDT_counter_comb
    counter_comb = 32'b0;
    if (WDEN) begin  
        if (WDLIVE) begin
            counter_comb = 32'b0;
        end
        else if (counter_reg > WTOCNT) begin
            counter_comb = 32'b0;
        end
        else begin
            counter_comb = counter_reg + 32'b1;
        end
    end
end
always_ff @( posedge clk2 or posedge rst2 ) begin : WTO_output
    if (rst2) begin
        WTO <= 1'b0;
    end
    else begin
        WTO <= WTO_comb;
    end
end
always_comb begin : WTO_control
    WTO_comb = 1'b0;
    if (WDEN) begin
        WTO_comb = 1'b0;
        if (counter_reg > WTOCNT) begin
            WTO_comb = 1'b1;
        end
    end
end
endmodule
```
==> summary.txt <==
Update from the flow run.

The type of the tightest min-delay check is reg -> reg. The top-level I/O count is 39. Clock tree synthesis selected as its root buffer the cell sky130_fd_sc_hd__clkbuf_8. The fraction of power consumed by sequential logic is 50.0%. The post-synth count of flops with an enable pin is 0. The power report lists cell-internal power as around 0.50 mW.

The final antenna diode count is 0. The placeable core region is approximately 5200 um^2. The maximum clock rate is 0.333 GHz. The number of nets with antenna violations after routing is 0. The worst slew slack as a fraction of its limit is between 60% and 70%.

The worst setup path is captured at a register. The clock latency at the later pin of the worst-skew pair is 0.28 ns. The worst setup path category is in -> reg. The number of design rule violations left after detail routing is 0. After routing, the total negative slack on setup checks comes to 0 ns.

Yosys stat counts about 280 cells in the synthesized netlist. In this run the VDD rail shows a maximum IR drop of 213 uV. The number of distinct library cells after synthesis is 38.

The script logs the mean routed wire length per placed instance as between 10 and 15 um. The launching element type of the critical path is a primary input. Counting instances in the post-synthesis netlist gives the leading cell types as sky130_fd_sc_hd__inv_1 (34), sky130_fd_sc_hd__dfrtp_1 (33), sky130_fd_sc_hd__ha_1 (33), sky130_fd_sc_hd__nor4_2 (33), sky130_fd_sc_hd__xnor2_1 (17).

The post-synth design cell area is 2760 um^2. The critical path's slowest cell is sky130_fd_sc_hd__nor4_1. The number of global-route vias before repair was 1980. The routed design shows a via density per instance of 5.40.

The register with the most flip-flops in the layout has 32 of them. The number of buffers inserted during clock tree synthesis is 5. The fraction of power spent switching nets is 23.3%.

For this design the static power due to leakage is 1.39 nW. The total half-perimeter wirelength after legalization and detailed placement is approximately 3800 um. The maximum buffer depth of the clock tree is 2.

The final clock skew is 0.00471 ns. The layout summary lists the proportion of cells stronger than drive strength 1 as 16.5%. The total vias in the final route is 2051. The clock network burns 38.2% of the power.

In this run, post-CTS hold repair placed 0 buffers. According to the report, the first pass of detailed routing completed in 4 iterations. The data arrival time of the critical path is 3.18 ns.

Per STA, the worst path is made up of clkdlybuf4s50_1 > inv_1 > ha_1 > nand4_1 > nor4_1 > nand2_1 > o41a_4 > nor4b_1. The number of antenna violations at the first check in global routing is 0. The main flop type is sky130_fd_sc_hd__dfrtp_1. Across the run, the number of max-cap violations was 0.

As logged by OpenROAD, the buffers inserted on ports number 36. The run finished with clean final reports. The final critical-path required period is about 3 ns. The clock tree from TritonCTS is done. Dividing the final minimum period by the clock period gives 73.2%. Between the synthesized netlist and the finished layout, the area growth was recorded as 17.4%. The congestion estimate from routability-driven global placement came to 0.814. After clock tree synthesis, the clock-pin slew on the worst setup and hold paths is 0.07 ns. The floorplan has 26 rows.

In this design, the stage delay of the slowest critical-path cell is roughly 0.57 ns. The H-tree generated during clock tree synthesis spans 2 levels. After clock tree synthesis, the repair step resized 0 gates. The total global routing overflow is 0. The max-slew violation count is 0. Across every metal layer, demand over resource in global routing totals 20.1%. The final-report hold violation count is 0. The synthesis stat section lists a flop and latch total of 33. The final wirelength is 5290 um. The cell family contributing the most delay on the critical path is simple AND/OR/NAND/NOR gates. Warnings raised by the tools during the run amount to 28.

Measured along the y axis, the die boundary spans 76.3 um. TritonCTS reports the number of clock sinks as 33. Per Yosys stat, the portion of area used by sequential elements is roughly 30%. Yosys instantiated no cell more often than sky130_fd_sc_hd__inv_1. Sorting the synthesized cells by area gives the leading types as sky130_fd_sc_hd__dfrtp_1 (30%), sky130_fd_sc_hd__ha_1 (15%), sky130_fd_sc_hd__nor4_2 (15%). Per the summary, power density relative to cell area is 202 nW/um^2. The horizontal die size is 76.3 um. The share of total power dissipated in combinational logic is 11.8%. The total of endpoints with negative setup slack in the final report is 0. Entering global routing, the biggest net connects 34 pins. For the pin with the worst max-slew slack, the measured transition is 0.558 ns.

The switching power summed over all nets is about 0.15 mW. The total die size is around 5800 um^2. The chip area in the Yosys report is between 2000 and 3000 um^2. The cell type that accounts for the most area after synthesis is sky130_fd_sc_hd__dfrtp_1. After synthesis, the share of flip-flops with an asynchronous set or reset is approximately 100%.

The cell count after synthesis is between 200 and 300. At the floorplan stage, the core utilization is reported as between 50% and 60%. Max fanout on the critical path was recorded as 33. The global-route wire length before repair is between 9000 and 10000 um. The proportion of netlist area held by the largest area contributor is 29.9%.

The total power consumption of the routed design is 0.655 mW. The warning tally printed by Yosys for this design is 1. The initial DRC count is 119. Setup repair after global routing left no endpoint under its margin. In this run the post-CTS setup repair buffer count came out at 0. The total buffers and inverters traversed by the critical path is 2. At the worst endpoint, the required time is 4.28 ns. Per the post-synthesis stats, the area per cell is 10.0 um^2.
stage by stage:
stage	utilization, %	instances	setup WS [ns]	area, um^2	hold slack, ns
6_report	62.3	380	1.10	3240	0.521
5_1_grt	62.3	380	0.942	3240	0.538
4_1_cts	62.3	380	1.03	3240	0.526
3_5_place_dp	60.6	373	0.736	3160	0.511
3_3_place_gp	60.6	373	0.805	3160	0.517
2_1_floorplan	-	275	1.66	2760	0.471
cell usage in the layout (no fill, tap or decap), drive strengths merged:
cell type       n
or2             2
a21oi          12
xnor2          17
a21o            4
o221ai          1
nand3          14
o21a            2
buf             3
xor2           13
o41a            1
nor4           40
inv            34
nand2b          1
and3            6
o211ai          1
nand2          14
nor2b           2
nor4b           1
and4            1
o31a            1
dfrtp          33
and2            1
clkdlybuf4s50  36
nand4          16
nor3            5
o21ai           1
nor2            4
clkbuf          7
ha             33
a211oi          2
a2111oi         2
metal layers:
metal | global-route usage [%] | vias up | share of wire (%)
met4 | 1.54 | 0 | 0.66
met1 | 33.1 | 960 | 52
met5 | 0 | - | 0
li1 | - | 1067 | -
met2 | 30.5 | 19 | 45
met3 | 2.19 | 5 | 2.1
cell families after synthesis:
| kind of cell | count (synthesis) | synth area share [%] |
|---|---|---|
| adder cells (fa/ha/maj) | 33 | 15.0 |
| flip-flops | 33 | 29.9 |
| XOR/XNOR | 30 | 9.52 |
| buffers and inverters | 45 | 7.88 |
| AND/OR/NAND/NOR | 107 | 30.8 |
| AND-OR/OR-AND | 27 | 6.93 |
worst paths after layout:
| kind | from | endpoint | slack (ns) | depth (start not counted) |
|---|---|---|---|---|
| worst max-delay path | WTOCNT[14] | counter_reg[1]$_DFF_PP0_ | 1.10 | 8 |
| worst max register to register | counter_reg[13]$_DFF_PP0_ | counter_reg[1]$_DFF_PP0_ | 1.66 | 6 |
| max in group asynchronous | rst2 | counter_reg[5]$_DFF_PP0_ | 2.85 | 3 |
| worst min-delay path | counter_reg[0]$_DFF_PP0_ | counter_reg[0]$_DFF_PP0_ | 0.52 | 1 |
| worst min register to register | counter_reg[0]$_DFF_PP0_ | counter_reg[0]$_DFF_PP0_ | 0.52 | 1 |
| min in group asynchronous | rst2 | counter_reg[26]$_DFF_PP0_ | 0.93 | 3 |
power groups by stage:
| stage | Clock (mW) | Sequential, mW | Combinational, mW |
|---|---|---|---|
| CTS | 0.255 | 0.327 | 0.0789 |
| global route | 0.267 | 0.327 | 0.0873 |
| finish | 0.250 | 0.327 | 0.0775 |
layout make-up:
class | count | area (um^2)
Inverter | 34 | 128
Clock buffer | 7 | 86.3
Tap cell | 70 | 87.6
Timing Repair Buffer | 39 | 395
Sequential cell | 33 | 826
Fill cell | 471 | 1960
Multi-Input combinational cell | 197 | 1720
worst reg2reg max path: stages, from the launching register on:
cell and delay (ns):
sky130_fd_sc_hd__dfrtp_1 0.45, sky130_fd_sc_hd__ha_1 0.32, sky130_fd_sc_hd__nand4_1 0.18, sky130_fd_sc_hd__nor4_1 0.57, sky130_fd_sc_hd__nand2_1 0.13, sky130_fd_sc_hd__o41a_4 0.32
sky130_fd_sc_hd__nor4b_1 0.37
Power and IR drop assume default switching activity.
