--- flow/run.sh ---
#!/bin/bash
# OpenROAD 26Q1-2900-gdf79404cd8, Yosys 0.63+post, stock flow scripts
make -C /OpenROAD-flow-scripts/flow DESIGN_CONFIG=/design/flow/config.mk WORK_HOME=/design/flow/orfs finish
--- flow/config.mk ---
export PLATFORM = sky130hd
export DESIGN_NAME = sync_pulse
export DESIGN_NICKNAME = sync_pulse
export VERILOG_FILES = /design/flow/design.v
export SDC_FILE = /design/flow/constraint.sdc
export NUM_CORES = 4
export LEC_CHECK = 1
export CORE_AREA = 10 10 70 70
export DIE_AREA = 0 0 80 80
--- flow/constraint.sdc ---
current_design sync_pulse

set clk_period 1.0
set clk_io_pct 0.2

create_clock -name clk0 -period $clk_period [get_ports {clk_a}]
create_clock -name clk1 -period $clk_period [get_ports {clk_b}]

set non_clock_inputs [all_inputs -no_clocks]
set_input_delay [expr $clk_period * $clk_io_pct] -clock clk0 $non_clock_inputs
set_output_delay [expr $clk_period * $clk_io_pct] -clock clk0 [all_outputs]
--- flow/design.v ---
module sync_pulse (
    input clk_a,  
    input rst_a,  
    input clk_b,  
    input rst_b,  
    input signal_a,
    output logic ready,
    output logic signal_b
);
logic cur_state;
logic nxt_state;
logic a_FF_0;
logic a_FF_1;
logic a_FF_2;
logic a_FF_3;
logic signal_b_comb;
logic ack;
logic ack_comb;
logic toggle_flop;
logic toggle_flop_comb;
logic toggle_flop_temp;
logic b_FF_0;
logic b_FF_1;
logic b_FF_2;
logic b_FF_0_comb;
logic b_FF_1_comb;
logic b_FF_2_comb;
always_ff @( posedge clk_a or posedge rst_a ) begin : toggle_flop_reg
    if (rst_a) begin
        toggle_flop <= 1'b0;
        toggle_flop_temp <= 1'b0;
    end
    else begin
        toggle_flop <= toggle_flop_comb;
        toggle_flop_temp <= toggle_flop;
    end
end
always_comb begin : toggle_flop_comb_logic
    toggle_flop_comb = toggle_flop ^ signal_a;
end
always_ff @( posedge clk_b ) begin : b_FF_register
    b_FF_1 <= b_FF_1_comb;
    b_FF_2 <= b_FF_2_comb;
    signal_b <= signal_b_comb;
end
always_ff @( posedge clk_b or posedge rst_b ) begin : b_FF_0_reg
    if (rst_b) begin 
        b_FF_0 <= 1'b0;
    end
    else begin
        b_FF_0 <= b_FF_0_comb;
    end
end
always_comb begin : b_FF_comb
    b_FF_0_comb = toggle_flop_temp;
    b_FF_1_comb = b_FF_0;
    b_FF_2_comb = b_FF_1;
end
always_comb begin : signal_out_logic
    signal_b_comb = b_FF_1 ^ b_FF_2;
end
always_ff @( posedge clk_a ) begin : cdc_clk_a_registers
    a_FF_0 <= b_FF_2;
    a_FF_1 <= a_FF_0;
    a_FF_2 <= a_FF_1;
end
always_ff @( posedge clk_a or posedge rst_a ) begin : clk_a_reg
    if (rst_a) begin
        a_FF_3 <= 1'b0;
        ack <= 1'b0;
    end
    else begin
        a_FF_3 <= a_FF_2;
        ack <= ack_comb;
    end
end
always_comb begin : ack_logic
    ack_comb = a_FF_3 ^ a_FF_2;
end
always_ff @( posedge clk_a or posedge rst_a ) begin : cur_state_logic
    if (rst_a) begin
        cur_state <= 1'b0;
    end
    else begin
        cur_state <= nxt_state;
    end
end
always_comb begin : nxt_state_control
    nxt_state = cur_state;
    case (cur_state)
        1'b0: begin  
            if (signal_a) begin
                nxt_state = 1'b1;
            end
        end 
        1'b1: begin  
            if (ack) begin
                nxt_state = 1'b0;
            end
        end
    endcase
end
always_comb begin : ready_control
    ready = 1'b0;
    case (cur_state)
        1'b0: begin  
            ready = 1'b1;
        end 
        1'b1: begin  
            ready = 1'b0;
        end
    endcase
end
endmodule
==> CHANGELOG.md <==
## Flow update

* Met1 Usage GRT at 2.19%
* Log Warnings at 27
* Setup repair after global routing missed its margin: yes
* Number of vias in the routed layout at 185
* Slowest Stage Delay on Critical Path at 0.37 ns
* Sequential share of power at 56.3%
* Maximum number of pins on one net before global-route repair at 6
* Critical path, cell by cell: inv_1 -> buf_2
* Fraction of power spent switching nets at 22.7%
* Count of cell types in the netlist at 6
* Share of the synthesized netlist area taken by xor and xnor gates at 8.30%
* Kind of end point of the critical path: output pin
* Count of final hold-check violations at 0
* Tally of filler cells in the layout at 393
* Multiplexer share of the synthesized area at 0%
* Top fanout value on the critical path at 2
* Post-cts hold-fix buffer tally at 0
* Routed Wire Length at 531 µm
* Most Crowded Layer GR: met3
* Critical path startpoint: cur_state$_DFF_PP0_
* Area of the synthesized netlist per yosys stat at 317 µm²
* Portion of the post-synthesis area used by sequential elements at 85.4%
* Placeable core region at 0.00342 mm²
* CP Class: flop to output pin
* Classification of the worst-slack hold path: primary input to asynchronous set/reset pin
* Relative contribution of combinational cells to total power at 11.7%
* Syn Inst Count at 20
* Internal portion of total power at 1.16 mW
* Post-detailed-route count of antenna-violating nets at 0
* Pleak at 0.209 nW
* Cell family contributing the most delay on the critical path: flip-flops
* Type of origin of the critical path: flop
* Detailed-route wire length per cell at 6.64 µm
* Synthesis warning total at 1
* Standard cell with the maximum stage delay on the critical path: dfrtp_1
* Synthesized area per cell at 15.8 µm²
* Worst EP arrival at 0.76 ns
* Final Max Slew Viols at 0
* Tally of buffers added on design ports at 5
* Overall routing resource usage at 1.99%
* Total of max-cap violations at 0
* Share of post-route cells with drive strength above 1 at 23.5%
* Total power per unit cell area at 3150 mW/mm²
* Placed standard-cell area at 432 µm²
* Die Y-Extent at 80 µm
* Final WS setup at 0.0368 ns
* Data required time of the worst path at 0.80 ns
* IO Count at 7
* First-pass DRT Iterations at 2
* AND-OR/OR-AND share of the synthesized area at 1.58%
* Reg-to-reg critical path startpoint: cur_state$_DFF_PP0_
* Total congestion overflow after global routing at 0
* Synthesized-area fraction occupied by adder cells at 0%
* Worst clock skew at 0.00664 ns
* Synthesized area at 317 µm²
* DRC at 0
* Global-route wire length before repair at 890 µm
* Clock-pin slew on the worst setup and hold paths at 0.06 ns
* Post-synth regs at 12
* Yosys cell count at 20
* Die X-Extent at 80 µm
* Worst IR drop on VDD at 0.498 mV
* Area fraction in and, or, nand and nor cells at 1.19%
* Headroom to the max-slew limit at 87.2%
* Final setup fails at 0
* Vias in the first global route at 189
* CTS tree: built
* Routed vias/inst at 2.31
* Switching power at 0.342 mW
* Setup slack after placement at -0.0707 ns
* GP Congestion at 0.743
* CTS sink count at 12
* Transition time at the pin with the least slew margin at 0.192 ns
* Final cell area excluding filler cells at 478 µm²
* Hpwl dp at 393 µm
* Global routing met2 resource utilization at 1.52%
* # diodes at 0
* Total power of the final layout at 1.50 mW
* Initial antenna violation count at 0
* Met3 routing resource usage after global routing at 3.18%
* Site row count at 21
* Result of the run: complete, no violations
* Die ar. at 0.00640 mm²
* Part of the total power dissipated in the clock network at 31.9%
* Dominant non-sequential cell family after synthesis: XOR/XNOR gates
* 1st-iter DRT viols at 9
* Area growth from synthesis to layout at 51.0%
* Most numerous logic cells after layout: dfxtp_1, dfrtp_1, clkbuf_4
* Number of buffer and inverter stages on the critical path at 2
* Effective utilization at floorplan at 9.27%
[stage by stage]
step	cells	TNS, ns	util (%)	hold WS [ns]
2_1_floorplan	20	0	-	-0.0713
6_report	80	0	14.0	0.102
3_3_place_gp	72	-0.0723	12.6	0.313
5_1_grt	80	-0.0390	14.0	0.105
4_1_cts	80	0	14.0	0.0970
3_5_place_dp	72	-0.0707	12.6	0.316
[power groups by stage]
stage / combinational [mW] / clock, mW / sequential [mW]
after global routing: 0.202 / 0.545 / 0.879
final: 0.177 / 0.480 / 0.848
after CTS: 0.179 / 0.505 / 0.854
[per-layer routing]
metal	vias up	routed length [µm]	part of all wire (%)
li1	86	-	-
met1	82	249	47
met2	11	154	29
met3	6	108	20
met4	0	19	3.6
met5	-	0	0
[synth_stat cells (all sizes together)]
cell	n	share of area (%)
dfrtp	6	47
nor2	1	1.2
a21oi	1	1.6
dfxtp	6	38
xor2	3	8.3
inv	3	3.6
[final cells by class]
cell class / count / area, µm² / share of cell area [%]
Tap cell: 46 / 57.6 / 12.0
Inverter: 3 / 11.3 / 2.36
Timing Repair Buffer: 6 / 51.3 / 10.7
Multi-Input combinational cell: 5 / 35.0 / 7.33
Sequential cell: 12 / 270 / 56.5
Clock buffer: 8 / 52.6 / 11.0
[cell families after synthesis]
kind of cell / Yosys count
flip-flops: 12
XOR/XNOR: 3
buffers and inverters: 3
AND-OR/OR-AND: 1
AND/OR/NAND/NOR: 1
[repair_timing]
action / CTS / global route
resized: 4 / 0
endpoints found under the setup margin: 2 / 1
setup buffers: 0 / 0
[final timing paths]
path	endpoint	slack, ns	depth (start not counted)
min in group clk1	b_FF_1$_DFF_P_	0.35	0
min in group clk0	a_FF_2$_DFF_P_	0.33	0
min	b_FF_0$_DFF_PP0_	0.10	2
min reg2reg	a_FF_2$_DFF_P_	0.33	0
max	ready	0.04	2
max in group asynchronous	a_FF_3$_DFF_PP0_	0.67	2
max reg2reg	cur_state$_DFF_PP0_	0.24	3
max in group clk1	signal_b$_DFF_P_	0.41	1
Power figures rest on the tool's default switching activity, not on a simulated workload.
